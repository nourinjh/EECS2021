<file path="flow/design.v">
module rf(RD1,RD2, RN1,RN2, WN,WD, clk, W);
parameter DEBUG = 0;
input clk, W;
input [4:0] RN1, RN2, WN;
input [31:0] WD;
output [31:0] RD1, RD2;
reg [31:0] RD1, RD2;
reg [31:0] arr [1:31];
always @(RN1 or arr[RN1])
	if (RN1 == 0)
		RD1 = 0;
	else
	begin
		RD1 = arr[RN1];
		if (DEBUG != 0) $display("RF: read %0d from reg#%0d", RD1, RN1);
	end
always @(RN2 or arr[RN2])
	if (RN2 == 0)
		RD2 = 0;
	else
	begin
		RD2 = arr[RN2];
		if (DEBUG != 0) $display("RF: read %0d from reg#%0d", RD2, RN2);
	end
always @(posedge clk) 
	if (W == 1 && WN != 0)
	begin
		arr[WN] = WD;
		if (DEBUG != 0) $display("RF: wrote %0d to reg#%0d", WD, WN);
	end
endmodule
</file>
<file path="flow/run.sh">
#!/bin/bash
# OpenROAD 26Q1-2900-gdf79404cd8, Yosys 0.63+post, stock flow scripts
make -C /OpenROAD-flow-scripts/flow DESIGN_CONFIG=/design/flow/config.mk WORK_HOME=/design/flow/orfs finish
</file>
<file path="flow/config.mk">
export PLATFORM = sky130hd
export DESIGN_NAME = rf
export DESIGN_NICKNAME = rf
export VERILOG_FILES = /design/flow/design.v
export SDC_FILE = /design/flow/constraint.sdc
export NUM_CORES = 4
export LEC_CHECK = 1
export CORE_UTILIZATION = 30
</file>
<file path="flow/constraint.sdc">
current_design rf

set clk_period 9.5
set clk_io_pct 0.2

create_clock -name clk0 -period $clk_period [get_ports {clk}]

set non_clock_inputs [all_inputs -no_clocks]
set_input_delay [expr $clk_period * $clk_io_pct] -clock clk0 $non_clock_inputs
set_output_delay [expr $clk_period * $clk_io_pct] -clock clk0 [all_outputs]
</file>
==> summary.txt <==
Run status = completed
Fin crit period = 7.12 ns
RSZ-0062 raised after global routing = no
Final hold slack = 2.01 ns
CTS resizes = 0
Max FFs per register = 992
LEAKAGE = 17.3 nW
Final hold violations = 0
Reg area = 29800 um^2
Fp util = 30.2%
Fill cells = 14200
CP startpoint kind = input pin
Type of the worst min-delay path = input pin to flop
Dpl cell area = 50400 um^2
Avg Synthesized Cell Area = 17.9 um^2
First-pass GRT wire length = 203000 um
Per-cell routed wire length = 28.9 um
Origin of the worst setup path = RN1[1]
Final period util = 75.0%
Placed instance count = 4676
Reg clk slew, reported paths = 0.06 ns
Setup Fix Bufs, Post-CTS = 0
Iter 0 DRT Violations = 1621
CTS tree = done
Vias per Instance = 5.44
Width of the chip = 396 um
Max Slew Vio Count = 0
Pre-CTS worst setup slack = 2.37 ns
Highest-count logic cell in the final layout = edfxtp_1
Max Cap Viol = 0
Clock Root Buffer = clkbuf_16
Min-Delay Startpoint = WD[1]
Cell area leaders = edfxtp_1 64%, mux4_2 16%, mux2i_1 6.8%
Grt total ovfl = 0
Fmax = 140 MHz
Critical path class = input pin to output pin
Row Count = 144
Area growth, synth to finish = 15.2%
Register bit count reported by yosys = 992
Max-area cell share = 64.1%
Leading area contributor after synthesis = edfxtp_1
Tool warnings = 25
Pwr per Cell Area = 179 nW/um^2
Mapped Cells = 2601
Peak VDD IR = 0.000156 V
DR DRC count = 0
Slew @ Worst Pin = 0.959 ns
IO Port Bufs = 112
Asr flop ratio synth = 0%
Core area = 154000 um^2
Die Ht = 396 um
Combinational gate area = 15900 um^2
Clock H-tree levels = 3
Final GP Congestion = 0.859
Clock Path Buffers = 3
Worst-path maximum fanout = 39
Via count = 26400
Yosys chip area = 46500 um^2
Detailed Routing Iterations Pass 1 = 7
Crit path DRT = 7.60 ns
Yosys Instances = 2601
Util after Layout = 34.8%
Chip area = 157000 um^2
Most numerous logic cells after layout = 992 x edfxtp_1, 339 x mux4_2, 316 x mux2i_1
Final setup viols = 0
Max_slew headroom = 35.9%
Aggregate negative setup slack = 0 ns
Number of enable flip-flop cells = 992
CTS buffer count = 100
Synth unique cells = 38
WP data arrival = 5.22 ns
Area of all placed cells without fillers = 53600 um^2
Finished Layout Cells = 4860
Post-DP HPWL = 80300 um
Fin worst setup slack = 2.38 ns
Antenna violations before repair = 17
Clock sinks = 992
Total Wirelength = 141000 um
CP Capture Type = output pin
Top_reg_cell synth = edfxtp_1
Mapped Area = 46500 um^2
Final ANT Viol Nets = 0
Num ports = 113
Post-synth seq share = 64.1%
Tot Pwr = 9.62 mW
Vias in the first global route = 29000
Hold Buf Count CTS = 0
Total track usage = 19.3%
Layout cell share with drive strength beyond 1 = 24.8%
Pin count of the biggest net entering global routing = 80
Number of synthesis warnings = 1
==> routing by layer <==
metal | GRT usage, % | vias up | part of all wire [%]
met2 | 28.3 | 1723 | 46
li1 | - | 11100 | -
met5 | 2.46 | - | 0.45
met3 | 15.5 | 251 | 18
met4 | 4.00 | 46 | 2.5
met1 | 21.9 | 13300 | 33
==> final timing paths <==
kind              slack, ns  cells after the start         end
hold / removal         2.01                      2  arr[20][1]
setup / recovery       2.38                      8      RD1[4]
==> worst max-delay path, cell delays in order <==
cell             delay, ns
buf_4                 0.56
buf_4                 0.45
nor2b_4               0.22
buf_4                 0.59
a22o_1                0.21
o21ai_0               0.07
a31oi_1               0.54
clkdlybuf4s50_1       0.61
==> synth_stat cells, types with 14 or more instances <==
cell type and n:
a211o_1 31, a211oi_1 18, a21oi_1 68, a22o_1 45
a22oi_1 92, a311o_1 31, a31oi_1 14, and2_1 34
and3_1 14, buf_2 58, buf_4 31, buf_6 15
clkbuf_1 85, edfxtp_1 992, mux2_2 34, mux2i_1 316
mux4_2 339, nand2_1 89, nand3_1 52, nand4_1 18
nor2_1 115, nor2b_1 36, o21ai_0 14, o21ai_1 18
==> where the power goes <==
| group | internal (mW) | switching (mW) | total [mW] | leakage (nW) |
|---|---|---|---|---|
| registers | 4.87 | 0.0203 | 4.89 | 8.94 |
| logic | 0.378 | 0.499 | 0.878 | 6.83 |
| clock network | 2.16 | 1.69 | 3.85 | 1.56 |
| total | 7.41 | 2.21 | 9.62 | 17.3 |
==> logic make-up (layout without fill, tap and decap cells) <==
| family | after synthesis | in the layout | share of synthesized area [%] |
|---|---|---|---|
| AOI/OAI and AO/OA | 332 | 332 | 5.17 |
| other | 0 | 4 | 0 |
| muxes | 698 | 698 | 24.6 |
| DFF | 992 | 992 | 64.1 |
| buffers and inverters | 205 | 416 | 2.36 |
| and+or+nand+nor | 374 | 374 | 3.85 |
==> layout make-up <==
class / count / area share (%)
flip-flops and latches: 992 / 55.6
multi-input cells: 1404 / 29.7
clock buffers: 112 / 4.79
well taps: 2044 / 4.77
repair buffers: 235 / 4.02
clock inverters: 68 / 1.10
diodes: 4 / 0.0187
inverters: 1 / 0.00701
Power and IR drop assume default switching activity.
